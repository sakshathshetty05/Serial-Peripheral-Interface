--- design.v ---
`timescale 1ns / 1ps
module spi (
    input        clk,            
    input        reset,          
    input  [7:0] data_in,        
    input        load_data,      
    output       done_send,      
    output       spi_clk,        
    output reg   spi_data        
);
    parameter IDLE = 2'b00;
    parameter SEND = 2'b01;
    parameter DONE = 2'b10;
    reg [1:0] state = IDLE;
    reg [2:0] clk_div = 0;
    wire ce = (state == SEND);
    assign spi_clk = clk_div[2] & ce;
    always @(posedge clk) begin
        if (reset)
            clk_div <= 0;
        else if (ce)
            clk_div <= clk_div + 1;
    end
    reg [2:0] bit_cnt = 0;
    reg [7:0] shift_reg = 8'b0;
    reg done_flag = 0;
    assign done_send = done_flag;
    always @(posedge clk) begin
        if (reset) begin
            state <= IDLE;
            bit_cnt <= 0;
            done_flag <= 0;
            spi_data <= 0;
        end else begin
            case (state)
                IDLE: begin
                    done_flag <= 0;
                    if (load_data) begin
                        shift_reg <= data_in;
                        bit_cnt <= 7;
                        state <= SEND;
                    end
                end
                SEND: begin
                    if (clk_div == 3'b100) begin   
                        spi_data <= shift_reg[bit_cnt];
                        if (bit_cnt == 0) begin
                            state <= DONE;
                        end else begin
                            bit_cnt <= bit_cnt - 1;
                        end
                    end
                end
                DONE: begin
                    done_flag <= 1;
                    if (!load_data)
                        state <= IDLE;
                end
            endcase
        end
    end
endmodule
--- run.sh ---
#!/bin/bash
# OpenROAD 26Q1-2900-gdf79404cd8, Yosys 0.63+post, stock flow scripts
make -C /OpenROAD-flow-scripts/flow DESIGN_CONFIG=/design/flow/config.mk WORK_HOME=/design/flow/orfs finish
--- config.mk ---
export PLATFORM = sky130hd
export DESIGN_NAME = spi
export DESIGN_NICKNAME = spi
export VERILOG_FILES = /design/flow/design.v
export SDC_FILE = /design/flow/constraint.sdc
export NUM_CORES = 4
export LEC_CHECK = 1
export CORE_AREA = 10 10 78 78
export DIE_AREA = 0 0 88 88
--- constraint.sdc ---
current_design spi

set clk_period 2.3
set clk_io_pct 0.2

create_clock -name clk0 -period $clk_period [get_ports {clk}]

set non_clock_inputs [all_inputs -no_clocks]
set_input_delay [expr $clk_period * $clk_io_pct] -clock clk0 $non_clock_inputs
set_output_delay [expr $clk_period * $clk_io_pct] -clock clk0 [all_outputs]
==> reports/metrics.yaml <==
drt:
  ant_nets: 0
  drc_errors: 0
  first_pass_iters: 4
  vias: 628
  routed_wl_um: 1660
  n_antenna_cell: 0
  drt-wirelength-per-cell_um: 10.9
  vias_per_cell: 4.10
  drtIter0Drc: 17
cts:
  clk_path_buf_depth: 2
  ctsHoldBuffers: 0
  cts_resized: 0
  clk_latency_ps: 250
  clkSinkCount: 18
  cts_buffers: 3
  postCtsSetupBuffers: 0
  root_buffer: "clkbuf_8"
  path_clk_slew_ps: 70
  htreeDepth: 1
  cts_tree: "built"
setup_path:
  r2r_start: "state[1]"
  arrival_ps: 1600
  critPathMaxFanout: 6
  r2r-end: "bit_cnt[2]"
  cpMaxStageDelayCell: "clkdlybuf4s50_1"
  r2r_setup_slack_ps: 540
  cp-startpoint: "state[1]"
  crit_type: "reg -> out"
  slowest_delay_ps: 470
  ff2ff_path_depth: 7
  cp_data_required_time_ps: 1840
  start_kind: "flop"
  end_kind: "primary output"
  crit_end: "spi_clk"
  cp_cell_sequence: "inv_1 -> ha_1 -> and2_1 -> clkdlybuf4s50_1"
floorplanning:
  rows: 24
  floorplan.core_util_pct: 20.9
  fp.dieW_um: 88
  chipArea_sq_um: 7740
  die_h_um: 88
  core_area_sq_um: 4410
  io_pins: 14
final_layout:
  fillers: 439
  drive_above_1_share_pct: 9.90
  comb_area_sq_um: 438
  areaGrowthSynthToFinish_pct: 26.7
  largest_reg_flops: 8
  ff_latch_area_sq_um: 440
  final_util_pct: 26.5
  design_area_sq_um: 1170
final_timing:
  max_slew_margin_pct: 62.4
  fin_skew_ps: 2.70
  tightest_slew_ps: 562
  maxSlewViolCount: 0
  hold_viol: 0
  whs_ps: 494
  fin_crit_ps: 2060
  finalCritPeriodShare_pct: 89.5
  setup_violations: 0
  setup_tns_ps: 0
  fmax_mhz: 486
  rsz0062_at_grt: "false"
worst_hold_path:
  hp-class: "reg -> reg"
synth:
  synth_seq_share_pct: 47.6
  syn_area_per_cell_sq_um: 11.0
  ys_seq_elements: 18
  edf_count: 8
  syn_area_sq_um: 925
  synth_async_sr_flop_share_pct: 0
  ys.flop_type: "dfxtp_1"
  yosysUniqueCellTypes: 29
  ys_area_sq_um: 925
  synthCells: 84
  yosysWarnings: 1
  ys_cells: 84
power_and_ir_drop:
  pwr-share-comb_pct: 45.4
  switching_share_pct: 37.0
  power_switching_uw: 477
  power_density_nw_per_um2: 1100
  seqPwrFrac_pct: 37.8
  total_power_uw: 1290
  clockPowerShare_pct: 16.9
  leakagePower_uw: 0.000452
  vdd_drop_max_mv: 0.274
  internal-power_uw: 811
grt:
  grt_pass1_wl_um: 2920
  grt_pass1_vias: 664
  grt_antenna_before_repair: 0
  grt-ovfl-total: 0
  grt_usage_pct: 4.63
  grt_max_degree: 11
run_status:
  status: "finished clean"
placement:
  placed_area_sq_um: 1130
  port_buffers: 13
  place.detailed.hpwl_um: 1350
  place_congestion: 0.744
run:
  drv_cap: 0
  warnings: 30
## critical path: cells and delay by family, from the launching register on
kind / cells / cell delay (ps)
fa+ha+maj: 1 / 270
buf+inv: 2 / 560
flops: 1 / 340
simple gates: 1 / 180
## routing by layer
layer  vias to the layer above  routed length [um]  global-route usage (%)
met5                         -                   0                       0
met4                         0                  18                   0.580
met3                         4                 145                    2.15
met2                        13                 727                    7.14
met1                       286                 769                    5.99
li1                        325                   -                       -
## logic make-up after synthesis
family / count (synthesis) / share of synthesized area, %
AND-OR/OR-AND: 11 / 11.0
flip-flops: 18 / 47.6
buffers and inverters: 11 / 5.01
multiplexers: 6 / 6.63
XOR/XNOR: 2 / 1.89
adder cells (fa/ha/maj): 8 / 10.8
AND/OR/NAND/NOR: 28 / 17.1
## per-stage QoR
stage,std cells,setup WS (ps)
global placement,149,424
detailed placement,149,400
finish,153,242
global route,153,104
floorplan,84,720
CTS,153,198
## Yosys cell counts, types with 2 or more instances
cell | number | area [sq um]
nand3_1 | 2 | 10.0
ha_1 | 8 | 100
nor3_1 | 3 | 15.0
edfxtp_1 | 8 | 240
nand2_1 | 5 | 18.8
nor2_1 | 10 | 37.5
a21oi_1 | 2 | 10.0
dfxtp_1 | 10 | 200
nor2b_1 | 3 | 18.8
a211oi_1 | 3 | 22.5
mux2i_1 | 5 | 50.1
inv_1 | 8 | 30.0
## worst min-delay path by stage
| stage | from | to | slack, ps | depth (start not counted) |
|---|---|---|---|---|
| finish | spi_data | spi_data | 490 | 2 |
| global route | spi_data | spi_data | 520 | 2 |
| CTS | spi_data | spi_data | 500 | 2 |
## power by group through the flow
stage	Clock, uW	Sequential (uW)	Combinational (uW)
final	217	486	584
after global routing	244	499	659
after CTS	225	488	595
## layout by cell type, fill, tap and decap left out, drive strengths merged, types with 2 or more instances in the layout
master and n:
a2111oi 2, nand2 5, clkdlybuf4s50 13, nor2 10, nand3 2, a21oi 2, buf 3, a211oi 3
clkbuf 3, ha 8, inv 8, nor3 3, nor2b 3, dfxtp 10, edfxtp 8, mux2i 5
## cell type report
| cell class | instances | share of cell area (%) |
|---|---|---|
| Multi-Input combinational cell | 55 | 37.4 |
| Inverter | 8 | 2.56 |
| Tap cell | 52 | 5.56 |
| Clock inverter | 1 | 0.321 |
| Clock buffer | 3 | 3.53 |
| Sequential cell | 18 | 37.6 |
| Timing Repair Buffer | 16 | 13.0 |
No activity file was given, so power comes from the tool's default toggle rates.
